==> design.v <==
module ControlUnit(
  input [6:0] opcode,
  input [2:0] func3,
  input [7:0] func7,
  output [4:0] alu_op,
  output branch_op,
  output jump_op
);  
parameter ALU_ADD = 5'b00000;
parameter ALU_SUB = 5'b01000;
parameter ALU_AND = 5'b00001;
parameter ALU_OR  = 5'b00010;
parameter ALU_XOR = 5'b00011;
parameter ALU_SLT = 5'b01011;
parameter ALU_SLTU = 5'b01010;
parameter ALU_SLL = 5'b00101;
parameter ALU_SRL = 5'b00110;
parameter ALU_SRA = 5'b00111;
parameter PC_PLUS_4 = 5'b00000;
parameter PC_BRANCH = 5'b00100;
parameter PC_JALR = 5'b00101;
parameter PC_JAL = 5'b00110;
always_comb begin
  alu_op = 0;
  branch_op = 0;
  jump_op = 0;
  case (opcode)
    6'b0110011: begin
      alu_op = func3;
      case (func7)
        7'b0000000: alu_op = ALU_ADD;
        7'b0100000: alu_op = ALU_SUB;
        7'b0000000: alu_op = ALU_SLL;
        7'b0000000: alu_op = ALU_SLT;
        7'b0000000: alu_op = ALU_SLTU;
        7'b0000000: alu_op = ALU_XOR;
        7'b0000000: alu_op = ALU_SRL;
        7'b0100000: alu_op = ALU_SRA;
        7'b0000000: alu_op = ALU_OR;
        7'b0000000: alu_op = ALU_AND;
      endcase
    end
    6'b0010011: alu_op = func3;
    6'b0100011: alu_op = func3;
    6'b1100011: branch_op = 1;
    6'b0110111: jump_op = 1;
    6'b0010111: jump_op = 1;
  endcase
end
endmodule
==> run.sh <==
#!/bin/bash
# OpenROAD 26Q1-2900-gdf79404cd8, Yosys 0.63+post, stock flow scripts
make -C /OpenROAD-flow-scripts/flow DESIGN_CONFIG=/design/flow/config.mk WORK_HOME=/design/flow/orfs finish
==> config.mk <==
export PLATFORM = sky130hd
export DESIGN_NAME = ControlUnit
export DESIGN_NICKNAME = ControlUnit
export VERILOG_FILES = /design/flow/design.v
export SDC_FILE = /design/flow/constraint.sdc
export NUM_CORES = 4
export LEC_CHECK = 1
export CORE_AREA = 10 10 70 70
export DIE_AREA = 0 0 80 80
==> constraint.sdc <==
current_design ControlUnit

set clk_period 1.4
set clk_io_pct 0.2

create_clock -name clk0 -period $clk_period

set non_clock_inputs [all_inputs -no_clocks]
set_input_delay [expr $clk_period * $clk_io_pct] -clock clk0 $non_clock_inputs
set_output_delay [expr $clk_period * $clk_io_pct] -clock clk0 [all_outputs]
==> results.toml <==
# generated from flow reports
[yosys]
postSynthSeqShare_pct = 0
top_area_cell = "nand2_1"
area_leaders = "nand2_1 (14%), a21oi_1 (11%), buf_4 (11%)"
yosys_area_um2 = 135.1
synthesis.area_per_instance_um2 = 6.142
yosys_warnings = 21
synthDistinctLibCells = 14
yosysTopAreaCellShare_pct = 13.89
ys_cells = 22
syn_area_um2 = 135.1
syn_inst = 22

[placed_design]
portBuffers = 23
place_congestion = 0.7861
place_inst = 93

[cells_and_area]
lay_top_count = "dlygate4sd2_1"
nFillCells = 392
drive_above_1_share_pct = 44.00
ff_count = 0
most-common-layout-cells = "dlygate4sd2_1 (7), buf_2 (6), nand2_1 (5), clkdlybuf4s15_1 (5), buf_4 (5)"
nClkBuffers = 0
stdcell_count = 96
regArea_um2 = 0
synthToLayoutAreaGrowth_pct = 245.4

[die]
num_rows = 21
die-area_um2 = 6400
die_w_um = 80
initial_core_util_pct = 3.956
fp.dieH_um = 80
ios = 25
core_um2 = 3416

[sta]
rsz0062_at_grt = "true"
fin_ws_ns = -0.2777
slew_viol_final = 0
finalHoldViolations = 0
fmax_mhz = 596.1
setup-violations-final = 4
final.min_clock_period_ns = 1.678
min_period_over_period_pct = 119.8
whs_ns = 1.013

[worst_setup_path]
critPathRequiredTime_ns = 1.12
crit_chain = "buf_6 -> or4_4 -> o211ai_4 -> buf_4 -> a21oi_2 -> buf_2"
critPathBufInv = 3
cp.arrival_ns = 1.40
timing_worst_setup_path_type = "in2out"
worstSetupStartpointType = "input pin"
cp-end-kind = "output port"
critPathMaxFanout = 2
crit_family = "simple AND/OR/NAND/NOR gates"
cp_slowest_cell = "or4_4"
cpPeakStageDelay_ns = 0.55

[flow_run]
warnings = 34
max_cap_viol_count = 0

[grt]
grt_pass1_wl_mm = 1.186
grt_overflow_total = 0
antenna_found_initial = 0
grt_util_all_layers_pct = 2.193
grt_max_degree = 5
grt_pass1_vias = 246

[route]
insertedDiodeCount = 0
vias_per_cell = 2.667
ant_nets = 0
wire_per_inst_um = 8.573
dr.pass1.iters = 2
drc = 0
drtIter0Drc = 3
wirelength_um = 823
vias = 256

[power]
seqPwrFrac_pct = 0
power.internal_mw = 0.05360
leakagePower_nw = 0.2052
ir_drop_mv = 0.02727
pwr-share-clk_pct = 0
p_sw_share_pct = 33.79
switching_power_mw = 0.02736
p_per_area_nw_per_um2 = 173.5
p_comb_share_pct = 100.0

[run_status]
status = "finished, violations left"
violations = "negative setup slack"

[clock_tree]
cts_hold_buf = 0

[worst_hold_path]
min_path_type = "in2out"
## metrics by stage
step | instance area [um^2] | power [mW] | setup TNS [ns] | setup WS [ns] | utilization [%]
after floorplan | 138.9 | 0.01828 | 0 | 0.05738 | -
after global placement | 434.2 | 0.07636 | -3.872 | -0.8175 | 12.71
after detailed placement | 434.2 | 0.07762 | -3.935 | -0.8302 | 12.71
after CTS | 440.4 | 0.07530 | -0.7454 | -0.2520 | 12.89
after global routing | 466.7 | 0.08767 | -1.069 | -0.3011 | 13.66
final | 466.7 | 0.08096 | -0.9165 | -0.2777 | 13.66
## power groups by stage
stage / Combinational, mW / Clock, mW / Sequential (mW)
finish: 0.0810 / 0 / 0
CTS: 0.0753 / 0 / 0
global route: 0.0877 / 0 / 0
## cells by family (layout without fill, tap and decap cells)
family                 Yosys count  count (layout)  share of synthesized area (%)
other                            1               2                          2.775
buffers and inverters            2              29                          11.11
AND/OR/NAND/NOR                 14              14                          59.26
AND-OR/OR-AND                    4               4                          20.37
XOR/XNOR                         1               1                          6.483
## area by class of cell
class	instances	area, um^2	share of cell area, %
Multi-Input combinational cell	21	167.7	35.92
Tap cell	46	57.56	12.33
Timing Repair Buffer	29	241.5	51.74
## synth_stat cells
master	instances
nor2b_1	1
o211ai_2	1
xor2_1	1
and3_1	2
conb_1	1
nor4bb_1	1
a21oi_1	3
buf_4	2
or3_1	1
nand2_1	5
nor2_1	1
nor3_1	1
nand2b_1	1
or4_4	1
## worst paths after layout
kind | start | to | slack [ns] | cells past startpoint
setup / recovery | func7[0] | alu_op[1] | -0.28 | 6
hold / removal | func7[0] | alu_op[3] | 1.01 | 5
## layer usage
metal / track usage [%] / share of wire [%] / wire [um]
met4: 0 / 0 / 0
met1: 2.703 / 42 / 342
met2: 3.531 / 43 / 350
met3: 1.136 / 16 / 130
met5: 0 / 0 / 0
## repair_timing
action                                  4_1_cts  5_1_grt
setup buffers                                 2        1
pin swaps                                     9        0
resized                                      44        5
endpoints found under the setup margin        5        5
cloned                                        0        0
Power and IR drop assume default switching activity.
